[design/flow/run.sh]
#!/bin/bash
# OpenROAD 26Q1-2900-gdf79404cd8, Yosys 0.63+post, stock flow scripts
make -C /OpenROAD-flow-scripts/flow DESIGN_CONFIG=/design/flow/config.mk WORK_HOME=/design/flow/orfs finish
[design/flow/config.mk]
export PLATFORM = sky130hd
export DESIGN_NAME = Bcd_conversion
export DESIGN_NICKNAME = Bcd_conversion
export VERILOG_FILES = /design/flow/design.v
export SDC_FILE = /design/flow/constraint.sdc
export NUM_CORES = 4
export LEC_CHECK = 1
export CORE_AREA = 10 10 70 70
export DIE_AREA = 0 0 80 80
[design/flow/constraint.sdc]
current_design Bcd_conversion

set clk_period 2.3
set clk_io_pct 0.2

create_clock -name clk0 -period $clk_period

set non_clock_inputs [all_inputs -no_clocks]
set_input_delay [expr $clk_period * $clk_io_pct] -clock clk0 $non_clock_inputs
set_output_delay [expr $clk_period * $clk_io_pct] -clock clk0 [all_outputs]
[design/flow/design.v]
module Bcd_conversion(
input [7:0] a,
output reg[3:0] Ya,
output reg[3:0] Yb,
output reg[3:0] Yc
);
always @(*) begin
    case(a)
        8'b0000_0000: begin Yc=4'b0000; Yb=4'b0000; Ya=4'b0000; end
        8'b0000_0001: begin Yc=4'b0000; Yb=4'b0000; Ya=4'b0001; end
        8'b0000_0010: begin Yc=4'b0000; Yb=4'b0000; Ya=4'b0010; end
        8'b0000_0011: begin Yc=4'b0000; Yb=4'b0000; Ya=4'b0011; end
        8'b0000_0100: begin Yc=4'b0000; Yb=4'b0000; Ya=4'b0100; end
        8'b0000_0101: begin Yc=4'b0000; Yb=4'b0000; Ya=4'b0101; end
        8'b0000_0110: begin Yc=4'b0000; Yb=4'b0000; Ya=4'b0110; end
        8'b0000_0111: begin Yc=4'b0000; Yb=4'b0000; Ya=4'b0111; end
        8'b0000_1000: begin Yc=4'b0000; Yb=4'b0000; Ya=4'b1000; end
        8'b0000_1001: begin Yc=4'b0000; Yb=4'b0000; Ya=4'b1001; end
        8'b0000_1010: begin Yc=4'b0000; Yb=4'b0001; Ya=4'b0000; end
        8'b0000_1011: begin Yc=4'b0000; Yb=4'b0001; Ya=4'b0001; end
        8'b0000_1100: begin Yc=4'b0000; Yb=4'b0001; Ya=4'b0010; end
        8'b0000_1101: begin Yc=4'b0000; Yb=4'b0001; Ya=4'b0011; end
        8'b0000_1110: begin Yc=4'b0000; Yb=4'b0001; Ya=4'b0100; end
        8'b0000_1111: begin Yc=4'b0000; Yb=4'b0001; Ya=4'b0101; end
        8'b0001_0000: begin Yc=4'b0000; Yb=4'b0001; Ya=4'b0110; end
        8'b0001_0001: begin Yc=4'b0000; Yb=4'b0001; Ya=4'b0111; end
        8'b0001_0010: begin Yc=4'b0000; Yb=4'b0001; Ya=4'b1000; end
        8'b0001_0011: begin Yc=4'b0000; Yb=4'b0001; Ya=4'b1001; end
        8'b0001_0100: begin Yc=4'b0000; Yb=4'b0010; Ya=4'b0000; end
        8'b0001_0101: begin Yc=4'b0000; Yb=4'b0010; Ya=4'b0001; end
        8'b0001_0110: begin Yc=4'b0000; Yb=4'b0010; Ya=4'b0010; end
        8'b0001_0111: begin Yc=4'b0000; Yb=4'b0010; Ya=4'b0011; end
        8'b0001_1000: begin Yc=4'b0000; Yb=4'b0010; Ya=4'b0100; end
        8'b0001_1001: begin Yc=4'b0000; Yb=4'b0010; Ya=4'b0101; end
        8'b0001_1010: begin Yc=4'b0000; Yb=4'b0010; Ya=4'b0110; end
        8'b0001_1011: begin Yc=4'b0000; Yb=4'b0010; Ya=4'b0111; end
        8'b0001_1100: begin Yc=4'b0000; Yb=4'b0010; Ya=4'b1000; end
        8'b0001_1101: begin Yc=4'b0000; Yb=4'b0010; Ya=4'b1001; end
        8'b0001_1110: begin Yc=4'b0000; Yb=4'b0011; Ya=4'b0000; end
        8'b0001_1111: begin Yc=4'b0000; Yb=4'b0011; Ya=4'b0001; end
        8'b1111_1111: begin Yc=4'b0010; Yb=4'b0101; Ya=4'b0101; end
        default: begin
            Yc = 4'b0000;
            Yb = 4'b0000;
            Ya = 4'b0000;
        end
    endcase
end
 endmodule
==> Flow_metrics.wiki <==
=== Physical design figures ===
{| class="wikitable"
! Metric !! Value
|-
| Number of failing hold endpoints at the final stage || 0
|-
| Static leakage || 0.215 nW
|-
| Fraction of final layout cells with drive strength greater than 1 || 32.1%
|-
| Critical path arrival || 1.78 ns
|-
| Unrepaired setup endpoints after global routing || true
|-
| Drt first-iter violations || 25
|-
| Crit Path Max Fanout || 6
|-
| Die Span X || 80 microns
|-
| Number of slew-limit violations in the final report || 0
|-
| Category of the worst setup path capture point || primary output
|-
| Sequential standard cell area || 0 sq um
|-
| Top cells by area, synth || sky130_fd_sc_hd__buf_4, sky130_fd_sc_hd__a21o_1, sky130_fd_sc_hd__nor2b_1
|-
| Final WL || 978 microns
|-
| Placed cell count || 99
|-
| Boundary pin count || 20
|-
| Cell Area, Synth || 228 sq um
|-
| Max-cap viol count || 0
|-
| Pin count of the biggest net entering global routing || 9
|-
| Post-Syn Instances || 34
|-
| Final Cycle Share || 97.4%
|-
| Tally of OpenROAD warnings || 33
|-
| Synth-to-layout area growth || 111%
|-
| Count of inserted antenna diode cells || 0
|-
| Kind of start point of the critical path || input pin
|-
| Height of the die || 80 microns
|-
| Total GRT Usage || 2.82%
|-
| Sequential element share of the synthesized area || 0%
|-
| Half-perimeter wire length of the detailed placement result || 815 microns
|-
| Std-Cell Core Area || 0.00342 sq mm
|-
| Count of unique library cells instantiated by Yosys || 23
|-
| Number of buffers inserted to repair setup after CTS || 0
|-
| Most used logic cell in the final layout || sky130_fd_sc_hd__clkdlybuf4s50_1
|-
| VDD IR-drop max || 0.0000229 V
|-
| Area fraction of the dominant cell type after synthesis || 16.5%
|-
| Yosys cell count || 34
|-
| Iteration count of the initial detailed-routing pass || 2
|-
| PD cells || 113 mW/mm^2
|-
| Setup TNS || 0 ns
|-
| Post-Syn Area per Cell || 6.70 sq um
|-
| Die Size || 0.00640 sq mm
|-
| Final instance area || 480 sq um
|-
| Run status || finished clean
|-
| Number of cells in the finished layout apart from fillers || 99
|-
| Worst min-delay path category || input pin to primary output
|-
| Antenna violations before repair || 0
|-
| Clock buffer count || 0
|-
| Remaining number of nets flagged by the antenna check after routing || 0
|-
| Wire length per cell after detailed routing || 9.88 microns
|-
| Startpoint-to-endpoint class of the critical path || input pin to primary output
|-
| Congestion Overflow GR || 0
|-
| Count of standard-cell rows || 21
|-
| Max Clk Rate || 446 MHz
|-
| Yosys stat area || 228 sq um
|-
| Tmin final || 2.24 ns
|-
| Wire length of the first global-routing pass || 1520 microns
|-
| Count of filler cells inserted in the layout || 405
|-
| Number of sequential cells || 0
|-
| Cell taking the most area after synthesis || sky130_fd_sc_hd__buf_4
|-
| Cell depth of the worst min-delay path || 4
|-
| Starting density of the core || 6.67%
|-
| Detailed-route via count || 312
|-
| Placer Congestion || 0.704
|-
| Data required, critical path || 1.84 ns
|-
| Count of warnings emitted by yosys || 1
|-
| Post-DR vias/cell || 3.15
|-
| Post-CTS Hold Fix Bufs || 0
|-
| # DRC || 0
|-
| Final Util || 14.1%
|-
| I/O Buffers || 16
|-
| Commonest cells after routing, fill and taps aside || sky130_fd_sc_hd__clkdlybuf4s50_1, sky130_fd_sc_hd__buf_4, sky130_fd_sc_hd__conb_1
|-
| Post-Place Cell Area || 457 sq um
|-
| Final number of setup-violating endpoints || 0
|-
| Gate Area || 231 sq um
|-
| Vias in the first global route || 302
|}
## cells by family after synthesis
logic type | share of synthesized area [%]
xor+xnor | 3.85
buf+inv | 18.1
other cells | 1.65
simple gates | 45.1
compound gates | 31.3
## cells in the mapped netlist (all sizes together), types with 2 or more instances
cell	n
nor3	2
nand2	2
nor2b	3
nand2b	2
nor2	2
a21o	3
buf	5
## metal layers
metal  up-vias  wire [microns]  track usage (%)
li1        152               -                -
met1       149             463             3.96
met2        11             430             4.25
met3         0              84             1.02
met4         0               0                0
met5         -               0                0
## area by class of cell
type | instances | area share, %
Tap cell | 46 | 12.0
Timing Repair Buffer | 21 | 39.1
Inverter | 1 | 0.781
Multi-Input combinational cell | 31 | 48.2
## what timing repair did
action,in CTS,in global routing
endpoints found under the setup margin,8,5
pin swaps,4,4
gates resized,18,7
## worst paths after layout
check	endpoint	start
max	Ya[1]	a[2]
min	Yc[1]	a[3]
## power by group
part           total (mW)  switching, mW  internal (mW)  leakage, nW
clock                   0              0              0            0
sequential              0              0              0            0
combinational      0.0545         0.0238         0.0307        0.215
total              0.0545         0.0238         0.0307        0.215
## through the flow
step	hold slack (ns)	setup slack, ns	power (mW)
after global placement	1.91	-0.271	0.0517
after global routing	1.67	-0.00708	0.0599
final	1.62	0.0592	0.0545
after floorplan	0.983	0.776	0.0219
after detailed placement	1.92	-0.291	0.0527
after CTS	1.73	0.00108	0.0534
## critical path: stages
cell and delay (ns):
sky130_fd_sc_hd__clkdlybuf4s15_2 0.24, sky130_fd_sc_hd__or3b_1 0.36, sky130_fd_sc_hd__o211ai_1 0.10, sky130_fd_sc_hd__o211a_1 0.16, sky130_fd_sc_hd__clkdlybuf4s50_1 0.46
Power and IR drop assume default switching activity.
