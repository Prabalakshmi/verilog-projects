==> design/flow/design.v <==
module Comp_mul_2bit(
   input [1:0]a,
   input [1:0]b,
   input PB0,
   output [3:0] out
);
wire [2:0] comparison_out;
wire [3:0] multiplier_out;
ROM_Comp u1(
  .a(a),
  .b(b),
  .eq(comparison_out[0]),
  .gt(comparison_out[1]),
  .lt(comparison_out[2])
);
ROM_Multiplier u2(
   .a(a),
   .b(b),
   .prod(multiplier_out)
);
mux u3(
    .PB0(PB0),
	.comp_out(comparison_out),
	.prod_out(multiplier_out),
	.result(out)
);
endmodule
module ROM_Comp(
input [1:0] a,
input [1:0] b,
output reg eq,
output reg gt,
output reg lt
);
always @(*) begin
   eq = 1'b0;
   gt = 1'b0;
   lt = 1'b0;
  case({a,b})  
        4'b0000: eq = 1'b1;
        4'b0101: eq = 1'b1;
        4'b1010: eq = 1'b1;
        4'b1111: eq = 1'b1;
        4'b0100: gt = 1'b1;  
        4'b1000: gt = 1'b1;  
        4'b1001: gt = 1'b1;  
        4'b1100: gt = 1'b1;  
        4'b1101: gt = 1'b1;  
        4'b1110: gt = 1'b1;  
        4'b0001: lt = 1'b1;  
        4'b0010: lt = 1'b1;  
        4'b0011: lt = 1'b1;  
        4'b0110: lt = 1'b1;  
        4'b0111: lt = 1'b1;  
        4'b1011: lt = 1'b1;  
		default : begin
		  eq=1'b0;
		  gt=1'b0;
		  lt=1'b0;
		end
	endcase
  end
 endmodule
`timescale 1ns / 1ps
module ROM_Multiplier(
    input [1:0]a,
    input [1:0]b,
    output reg [3:0]prod
    );
    always @(*) begin
     prod=4'b0000;
     case({a,b})
            4'b0000: prod = 4'b0000;  
            4'b0001: prod = 4'b0000;  
            4'b0010: prod = 4'b0000;  
            4'b0011: prod = 4'b0000;  
            4'b0100: prod = 4'b0000;  
            4'b0101: prod = 4'b0001;  
            4'b0110: prod = 4'b0010;  
            4'b0111: prod = 4'b0011;  
            4'b1000: prod = 4'b0000;  
            4'b1001: prod = 4'b0010;  
            4'b1010: prod = 4'b0100;  
            4'b1011: prod = 4'b0110;  
            4'b1100: prod = 4'b0000;  
            4'b1101: prod = 4'b0011;  
            4'b1110: prod = 4'b0110;  
            4'b1111: prod = 4'b1001;  
            default: prod = 4'b0000;  
         endcase
    end
endmodule
module mux(
  input PB0,
  input [2:0] comp_out,
  input [3:0] prod_out,
  output reg [3:0]result
  );
  always @(*) begin
    if(PB0==1'b0) begin
	   result={1'b0, comp_out};
	   end
	else begin
	   result=prod_out;
	end
      end
endmodule
==> design/flow/run.sh <==
#!/bin/bash
# OpenROAD 26Q1-2900-gdf79404cd8, Yosys 0.63+post, stock flow scripts
make -C /OpenROAD-flow-scripts/flow DESIGN_CONFIG=/design/flow/config.mk WORK_HOME=/design/flow/orfs finish
==> design/flow/config.mk <==
export PLATFORM = sky130hd
export DESIGN_NAME = Comp_mul_2bit
export DESIGN_NICKNAME = Comp_mul_2bit
export VERILOG_FILES = /design/flow/design.v
export SDC_FILE = /design/flow/constraint.sdc
export NUM_CORES = 4
export LEC_CHECK = 1
export CORE_AREA = 10 10 70 70
export DIE_AREA = 0 0 80 80
==> design/flow/constraint.sdc <==
current_design Comp_mul_2bit

set clk_period 1.6
set clk_io_pct 0.2

create_clock -name clk0 -period $clk_period

set non_clock_inputs [all_inputs -no_clocks]
set_input_delay [expr $clk_period * $clk_io_pct] -clock clk0 $non_clock_inputs
set_output_delay [expr $clk_period * $clk_io_pct] -clock clk0 [all_outputs]
==> impl_metrics.ini <==
; implementation run metrics
[outcome]
status = complete, but fails checks
failed_checks = setup timing

[global_routing]
grtUsageTotal_pct = 2.49
grt_pass1_wl_um = 1400
met3_usage_pct = 0.227
use_met2_pct = 4.49
grtUsageMet1_pct = 3.30
grt-busiest-layer = met2
antenna_found_initial = 0
first_global_vias = 327
grt_max_degree = 8
overflow = 0

[pwr]
switchingPower_mw = 0.0503
power.share.sequential_pct = 0
p_int_mw = 0.0696
pwr-share-comb_pct = 100.0
p_per_area_nw_per_um2 = 210
finalPower_mw = 0.120
clock_power_share_pct = 0
p_leak_nw = 0.244
p_sw_share_pct = 41.9
peakVddDrop_v = 0.0000420

[finish]
regArea_um2 = 0
final_core_util_pct = 16.7
drive_above_1_share_pct = 65.5
ff_count = 0
num-clock-buffers = 0
area_growth_pct = 131
final_cells = 101

[route]
vias = 326
totalWireLength_um = 911
routedWlPerCell_um = 9.02
drtAntennaViolNets = 0
viasPerCell = 3.23
drtIter0Drc = 7
drc = 0
drt_pass1_iterations = 4
num_antenna_cells = 0

[place]
placedCellCount = 96
dp_hpwl_um = 632
place_ws_ns = -0.935
gp_congestion = 0.854
portBuffers = 9

[min_path]
worstHoldStart = b[0]
worstHoldPathCells = 5
whs_endpoint = out[1]
hold_path_class = in -> out

[setup_path]
start_kind = input port
worst_ep_required_time_ns = 1.28
endpoint_kind = output pin
cp.arrival_ns = 1.39
path_class = in -> out
path_max_fanout = 6

[yosys]
postSynthSeqShare_pct = 0
top_cell_area_share_pct = 30.3
yosys_area_um2 = 248
yosys_warnings = 3
syn_inst = 33
synth_area_per_cell_um2 = 7.51
largest_area_cell = ha_1
synth_cell_types = 20
synth.cell_area_um2 = 248
synth.area.top_cells = ha_1, nor2b_1, buf_6, inv_1, mux2_2
yosysCellCount = 33

[floorplanning]
fp_util_pct = 7.25
die_h_um = 80
ios = 9
core_um2 = 3420
dieArea_um2 = 6400
die_x_um = 80
row_count = 21

[timing]
worst_pin_slew_ns = 0.228
period_minus_slack_ns = 1.71
grt_setup_unrepaired = yes
fin_ws_ns = -0.110
fin_crit_sh_pct = 107
setup_violations = 1
slew_violations = 0
max_freq_mhz = 585
max_slew_margin_pct = 84.6
hold_viol = 0

[job]
warning_count = 39
drv_cap = 0
-- worst max-delay path, cell delays in order --
cell and delay [ns]:
dlygate4sd2_1 0.25, buf_6 0.13, buf_4 0.13, and3_2 0.18, o21ai_1 0.14, o311ai_1 0.11, buf_2 0.12
-- Yosys cell counts --
cell      count
and3_2        1
o32ai_1       1
a211oi_1      1
mux2_2        1
buf_6         1
buf_4         1
nor3b_1       1
nor2b_1       4
inv_1         3
o311ai_1      1
nand2_1       3
ha_1          6
or4_1         1
nand3_1       1
a21o_2        1
nor2_1        1
a31oi_1       1
a32oi_1       1
a21oi_1       1
o21ai_0       2
-- how the worst max path moves through the flow --
stage	startpoint	endpoint	slack (ns)	depth (start not counted)
CTS	b[0]	out[2]	-0.10	7
global route	PB0	out[2]	-0.15	7
finish	PB0	out[2]	-0.11	7
-- layout by cell type, fill, tap and decap left out, drive strengths merged --
cell type,Yosys,final
a211oi,1,1
nor2b,4,4
and3,1,1
inv,3,3
nor2,1,1
a32oi,1,1
a31oi,1,1
dlygate4sd2,0,3
or4,1,1
nor3b,1,1
mux2,1,1
o311ai,1,1
o21ai,2,2
a21o,1,1
buf,2,21
o32ai,1,1
ha,6,6
nand2,3,3
a21oi,1,1
nand3,1,1
-- metrics by stage --
step	setup TNS (ns)	hold slack [ns]	cell area, µm²
detailed placement	-3.03	1.72	452
finish	-0.110	1.14	572
global route	-0.152	1.17	572
CTS	-0.101	1.16	520
floorplan	0	0.687	248
global placement	-3.01	1.71	452
-- cell families after synthesis --
family	Yosys count	synth area share, %
AND-OR/OR-AND	9	25.8
adder cells (fa/ha/maj)	6	30.3
buffers and inverters	5	12.1
multiplexers	1	4.55
AND/OR/NAND/NOR	12	27.3
-- cell type report --
| type | instances | area [µm²] |
|---|---|---|
| fillers | 374 | 2840 |
| inverters | 3 | 16.3 |
| multi-input cells | 28 | 295 |
| well taps | 46 | 57.6 |
| repair buffers | 24 | 203 |
-- routing by layer --
metal	part of all wire [%]	wire length [µm]
met5	0	0
met1	41	370
met3	6.4	58
met2	53	482
met4	0	0
-- repair_timing --
action,4_1_cts,5_1_grt
pin swaps,4,4
hold buffers,0,0
buffers inserted,4,1
endpoints found under the setup margin,4,3
resized,44,9
hold endpoints to repair,0,0
-- power by group through the flow --
stage | sequential, mW | clock, mW | combinational (mW)
CTS | 0 | 0 | 0.107
global route | 0 | 0 | 0.131
finish | 0 | 0 | 0.120
Power and IR drop assume default switching activity.
